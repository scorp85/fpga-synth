### flow/design.v
module dac1bit
(
	input clk,
	input [15:0]data,
	output PWM_out
);
	reg [16:0] PWM_accumulator;
	always @(posedge clk) PWM_accumulator <= PWM_accumulator[15:0] + data;
	assign PWM_out = PWM_accumulator[16];
endmodule
### flow/run.sh
#!/bin/bash
# OpenROAD 26Q1-2900-gdf79404cd8, Yosys 0.63+post, stock flow scripts
make -C /OpenROAD-flow-scripts/flow DESIGN_CONFIG=/design/flow/config.mk WORK_HOME=/design/flow/orfs finish
### flow/config.mk
export PLATFORM = sky130hd
export DESIGN_NAME = dac1bit
export DESIGN_NICKNAME = dac1bit
export VERILOG_FILES = /design/flow/design.v
export SDC_FILE = /design/flow/constraint.sdc
export NUM_CORES = 4
export LEC_CHECK = 1
export CORE_AREA = 10 10 79 79
export DIE_AREA = 0 0 89 89
### flow/constraint.sdc
current_design dac1bit

set clk_period 8.1
set clk_io_pct 0.2

create_clock -name clk0 -period $clk_period [get_ports {clk}]

set non_clock_inputs [all_inputs -no_clocks]
set_input_delay [expr $clk_period * $clk_io_pct] -clock clk0 $non_clock_inputs
set_output_delay [expr $clk_period * $clk_io_pct] -clock clk0 [all_outputs]
==> flow_summary.toml <==
# physical design summary
[status]
status = "complete, no violations"

[floorplanning]
die_h_um = 89
fp_util = 0.229
rows = 25
die_w_um = 89
chip_area_um2 = 7920
coreArea_um2 = 4660
io-pin-count = 18

[yosys]
area_leaders = "dfxtp_1 32%, ha_1 19%, a21oi_1 7.0%, xor2_1 6.6%, xnor2_1 4.9%"
ys_warn_count = 1
yosysChipArea_um2 = 1070
ys_cells = 118
ff_type = "dfxtp_1"
numSynthFlops = 17
ys_seq_share = 0.319
syn_avg_cell_area_um2 = 9.03
ys_async_sr_fraction = 0
synth.top_cell.area_share = 0.319
edf_count = 0
top_area_cell = "dfxtp_1"
netlist_area_um2 = 1070
syn_inst = 118
synth.distinct_cells = 28

[finish]
drive_above_1_share = 0.0292
finalCoreUtilization = 0.287
syn_to_final_growth_pct = 25.6
final_layout_top_logic_cells = "17 x dfxtp_1, 17 x clkdlybuf4s50_1, 16 x ha_1"
top_regs = "PWM_accumulator: 17 flops"
largest-register = "PWM_accumulator"
fill_cells = 492
largest_register_ffs = 17

[grt]
antenna_found_initial = 0
grt_max_degree = 10
grt.overflow.total = 0
grt_pass1_vias = 901
grt_pass1_wl_um = 3840
grtUsageTotal = 0.0579

[worst_setup_path]
path_class = "primary input to flip-flop"
required_ps = 8280
cpPeakStageDelay_ps = 400
crit_arrival_ps = 3760
critical_path.top_delay_family = "AND-OR/OR-AND gates"
start_kind = "primary input"
cp_max_fo = 3
crit_top_cell = "a21o_1"
end_kind = "flip-flop"
worst_path_max_delay_cell = "clkdlybuf4s50_1"
worstPathCellList = "clkdlybuf4s50_1, ha_1, fa_1, a21o_1, a311o_1, a21o_1, a21oi_2, xnor2_1"
cp_num_buf_inv = 1
rrSetupSlack_ps = 6020

[cts]
clock-sinks = 17
cts_resized = 0
clock_latency_ps = 250
cts_buffers = 3
hold_buffers = 0
h-tree-depth = 1
post_cts_buffers = 0
clockRootBuffer = "clkbuf_8"
cts_tree = "done"
cts_max_path_buffers = 2
path_clk_slew_ps = 70

[run]
cap_violations = 0
warnings = 25

[power_and_ir_drop]
max-vdd-ir-drop_mv = 0.0883
power_density_nw_per_um2 = 402
leakage_uw = 0.000555

[final_timing]
fin_crit_ps = 3580
tightest_slew_ps = 325
finalClockPeriodUsage = 0.442
grt_setup_unrepaired = "false"
hold_violations = 0
slew_headroom = 0.783
maxSlewViolCount = 0
setup_viol_count_final = 0
worst_clock_skew_ps = 1.14
setup_tns_ps = 0
max_freq_mhz = 279

[route]
wl_um = 2160
viasPerCell = 4.67
drc = 0
diodes = 0
drt_iter0_drc = 27
wl_per_cell_um = 11.3
drtAntennaViolNets = 0
drt_pass1_iterations = 4
vias = 892

[placed_design]
gp_congestion = 0.789
hpwlAfterDp_um = 1770
port_buffers = 17

[min_path]
hold_class = "flip-flop to flip-flop"
-- kinds of logic (layout without fill, tap and decap cells) --
| kind of cell | Yosys count | in the layout | share of synthesized area |
|---|---|---|---|
| flops | 17 | 17 | 0.319 |
| fa+ha+maj | 17 | 17 | 0.207 |
| xor+xnor | 14 | 14 | 0.115 |
| buf+inv | 6 | 25 | 0.0235 |
| simple gates | 26 | 26 | 0.115 |
| compound gates | 38 | 38 | 0.221 |
-- report_power, final --
part	switching, uW	internal [uW]	total [uW]
Clock	29.2	34.9	64.1
Combinational	176	150	326
Sequential	12.9	135	148
Total	218	320	538
-- cells in the mapped netlist (2+ instances only) --
master	n
o31ai_1	2
o211ai_1	2
ha_1	16
nand4_1	2
nand3_1	6
o21ai_0	7
xor2_1	8
nor2_1	8
dfxtp_1	17
inv_1	4
xnor2_1	6
a31oi_1	2
nand2b_1	2
a21o_1	3
a21oi_1	15
nand2_1	6
-- stage by stage --
stage          total power [uW]  instance area, um2  setup slack, ps  instances  hold slack, ps
5_1_grt                     594                1340             4420        191             484
4_1_cts                     543                1340             4530        191             451
2_1_floorplan               412                1070             4810        118             420
3_3_place_gp                474                1290             4300        187             426
3_5_place_dp                474                1290             4270        187             434
6_report                    538                1340             4520        191             445
-- worst paths after layout --
path,from,cells after the start,endpoint
max,data[0],8,PWM_accumulator[12]$_DFF_P_
min,PWM_accumulator[0]$_DFF_P_,1,PWM_accumulator[0]$_DFF_P_
max reg2reg,PWM_accumulator[0]$_DFF_P_,7,PWM_accumulator[12]$_DFF_P_
min reg2reg,PWM_accumulator[0]$_DFF_P_,1,PWM_accumulator[0]$_DFF_P_
-- routing by layer --
layer	track usage	share of wire	wire, um
met5	0	0	0
met4	0.0101	0.0083	18
met3	0.0184	0.073	157
met2	0.0931	0.43	929
met1	0.0757	0.49	1050
-- final cells by class --
type,count,area [um2],area share
Sequential cell,17,340,0.254
Multi-Input combinational cell,95,701,0.523
Clock buffer,4,45.0,0.0336
Timing Repair Buffer,17,170,0.127
Inverter,4,15.0,0.0112
Tap cell,54,67.6,0.0505
Power and IR drop assume default switching activity.
